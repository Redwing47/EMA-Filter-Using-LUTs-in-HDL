==> design/flow/design.v <==
`timescale 1ns / 1ps
module ema_filter_lut #(
    parameter WIDTH = 8
)(
    input  wire clk,
    input  wire reset,
    input  wire [WIDTH-1:0] x_in,
    output reg  [WIDTH-1:0] y_out
);
    wire [15:0] alpha_val;
    wire [15:0] beta_val;
    reg  [WIDTH-1:0] y_prev;
    ema_lut_alpha alpha_rom(
        .addr(x_in),
        .data(alpha_val)
    );
    ema_lut_beta beta_rom(
        .addr(y_prev),
        .data(beta_val)
    );
    always @(posedge clk or posedge reset) begin
        if (reset) begin
            y_prev <= 0;
            y_out  <= 0;
        end
        else begin
            y_out  <= alpha_val + beta_val;
            y_prev <= y_out;
        end
    end
endmodule
module ema_lut_alpha(
    input  wire [7:0] addr,
    output reg  [15:0] data
);
    always @(*) begin
        case (addr)
            8'd0: data = 16'd0;
            8'd1: data = 16'd0;
            8'd2: data = 16'd0;
            8'd3: data = 16'd0;
            8'd4: data = 16'd1;
            8'd5: data = 16'd1;
            8'd6: data = 16'd1;
            8'd7: data = 16'd1;
            8'd8: data = 16'd2;
            8'd9: data = 16'd2;
            8'd10: data = 16'd2;
            8'd11: data = 16'd2;
            8'd12: data = 16'd3;
            8'd13: data = 16'd3;
            8'd14: data = 16'd3;
            8'd15: data = 16'd3;
            8'd16: data = 16'd4;
            8'd17: data = 16'd4;
            8'd18: data = 16'd4;
            8'd19: data = 16'd4;
            8'd20: data = 16'd5;
            8'd21: data = 16'd5;
            8'd22: data = 16'd5;
            8'd23: data = 16'd5;
            8'd24: data = 16'd6;
            8'd25: data = 16'd6;
            8'd26: data = 16'd6;
            8'd27: data = 16'd6;
            8'd28: data = 16'd7;
            8'd29: data = 16'd7;
            8'd30: data = 16'd7;
            8'd31: data = 16'd7;
            8'd32: data = 16'd8;
            8'd33: data = 16'd8;
            8'd34: data = 16'd8;
            8'd35: data = 16'd8;
            8'd36: data = 16'd9;
            8'd37: data = 16'd9;
            8'd38: data = 16'd9;
            8'd39: data = 16'd9;
            8'd40: data = 16'd10;
            8'd41: data = 16'd10;
            8'd42: data = 16'd10;
            8'd43: data = 16'd10;
            8'd44: data = 16'd11;
            8'd45: data = 16'd11;
            8'd46: data = 16'd11;
            8'd47: data = 16'd11;
            8'd48: data = 16'd12;
            8'd49: data = 16'd12;
            8'd50: data = 16'd12;
            8'd51: data = 16'd12;
            8'd52: data = 16'd13;
            8'd53: data = 16'd13;
            8'd54: data = 16'd13;
            8'd55: data = 16'd13;
            8'd56: data = 16'd14;
            8'd57: data = 16'd14;
            8'd58: data = 16'd14;
            8'd59: data = 16'd14;
            8'd60: data = 16'd15;
            8'd61: data = 16'd15;
            8'd62: data = 16'd15;
            8'd63: data = 16'd15;
            8'd64: data = 16'd16;
            8'd65: data = 16'd16;
            8'd66: data = 16'd16;
            8'd67: data = 16'd16;
            8'd68: data = 16'd17;
            8'd69: data = 16'd17;
            8'd70: data = 16'd17;
            8'd71: data = 16'd17;
            8'd72: data = 16'd18;
            8'd73: data = 16'd18;
            8'd74: data = 16'd18;
            8'd75: data = 16'd18;
            8'd76: data = 16'd19;
            8'd77: data = 16'd19;
            8'd78: data = 16'd19;
            8'd79: data = 16'd19;
            8'd80: data = 16'd20;
            8'd81: data = 16'd20;
            8'd82: data = 16'd20;
            8'd83: data = 16'd20;
            8'd84: data = 16'd21;
            8'd85: data = 16'd21;
            8'd86: data = 16'd21;
            8'd87: data = 16'd21;
            8'd88: data = 16'd22;
            8'd89: data = 16'd22;
            8'd90: data = 16'd22;
            8'd91: data = 16'd22;
            8'd92: data = 16'd23;
            8'd93: data = 16'd23;
            8'd94: data = 16'd23;
            8'd95: data = 16'd23;
            8'd96: data = 16'd24;
            8'd97: data = 16'd24;
            8'd98: data = 16'd24;
            8'd99: data = 16'd24;
            8'd100: data = 16'd25;
            8'd101: data = 16'd25;
            8'd102: data = 16'd25;
            8'd103: data = 16'd25;
            8'd104: data = 16'd26;
            8'd105: data = 16'd26;
            8'd106: data = 16'd26;
            8'd107: data = 16'd26;
            8'd108: data = 16'd27;
            8'd109: data = 16'd27;
            8'd110: data = 16'd27;
            8'd111: data = 16'd27;
            8'd112: data = 16'd28;
            8'd113: data = 16'd28;
            8'd114: data = 16'd28;
            8'd115: data = 16'd28;
            8'd116: data = 16'd29;
            8'd117: data = 16'd29;
            8'd118: data = 16'd29;
            8'd119: data = 16'd29;
            8'd120: data = 16'd30;
            8'd121: data = 16'd30;
            8'd122: data = 16'd30;
            8'd123: data = 16'd30;
            8'd124: data = 16'd31;
            8'd125: data = 16'd31;
            8'd126: data = 16'd31;
            8'd127: data = 16'd31;
            8'd128: data = 16'd32;
            8'd129: data = 16'd32;
            8'd130: data = 16'd32;
            8'd131: data = 16'd32;
            8'd132: data = 16'd33;
            8'd133: data = 16'd33;
            8'd134: data = 16'd33;
            8'd135: data = 16'd33;
            8'd136: data = 16'd34;
            8'd137: data = 16'd34;
            8'd138: data = 16'd34;
            8'd139: data = 16'd34;
            8'd140: data = 16'd35;
            8'd141: data = 16'd35;
            8'd142: data = 16'd35;
            8'd143: data = 16'd35;
            8'd144: data = 16'd36;
            8'd145: data = 16'd36;
            8'd146: data = 16'd36;
            8'd147: data = 16'd36;
            8'd148: data = 16'd37;
            8'd149: data = 16'd37;
            8'd150: data = 16'd37;
            8'd151: data = 16'd37;
            8'd152: data = 16'd38;
            8'd153: data = 16'd38;
            8'd154: data = 16'd38;
            8'd155: data = 16'd38;
            8'd156: data = 16'd39;
            8'd157: data = 16'd39;
            8'd158: data = 16'd39;
            8'd159: data = 16'd39;
            8'd160: data = 16'd40;
            8'd161: data = 16'd40;
            8'd162: data = 16'd40;
            8'd163: data = 16'd40;
            8'd164: data = 16'd41;
            8'd165: data = 16'd41;
            8'd166: data = 16'd41;
            8'd167: data = 16'd41;
            8'd168: data = 16'd42;
            8'd169: data = 16'd42;
            8'd170: data = 16'd42;
            8'd171: data = 16'd42;
            8'd172: data = 16'd43;
            8'd173: data = 16'd43;
            8'd174: data = 16'd43;
            8'd175: data = 16'd43;
            8'd176: data = 16'd44;
            8'd177: data = 16'd44;
            8'd178: data = 16'd44;
            8'd179: data = 16'd44;
            8'd180: data = 16'd45;
            8'd181: data = 16'd45;
            8'd182: data = 16'd45;
            8'd183: data = 16'd45;
            8'd184: data = 16'd46;
            8'd185: data = 16'd46;
            8'd186: data = 16'd46;
            8'd187: data = 16'd46;
            8'd188: data = 16'd47;
            8'd189: data = 16'd47;
            8'd190: data = 16'd47;
            8'd191: data = 16'd47;
            8'd192: data = 16'd48;
            8'd193: data = 16'd48;
            8'd194: data = 16'd48;
            8'd195: data = 16'd48;
            8'd196: data = 16'd49;
            8'd197: data = 16'd49;
            8'd198: data = 16'd49;
            8'd199: data = 16'd49;
            8'd200: data = 16'd50;
            8'd201: data = 16'd50;
            8'd202: data = 16'd50;
            8'd203: data = 16'd50;
            8'd204: data = 16'd51;
            8'd205: data = 16'd51;
            8'd206: data = 16'd51;
            8'd207: data = 16'd51;
            8'd208: data = 16'd52;
            8'd209: data = 16'd52;
            8'd210: data = 16'd52;
            8'd211: data = 16'd52;
            8'd212: data = 16'd53;
            8'd213: data = 16'd53;
            8'd214: data = 16'd53;
            8'd215: data = 16'd53;
            8'd216: data = 16'd54;
            8'd217: data = 16'd54;
            8'd218: data = 16'd54;
            8'd219: data = 16'd54;
            8'd220: data = 16'd55;
            8'd221: data = 16'd55;
            8'd222: data = 16'd55;
            8'd223: data = 16'd55;
            8'd224: data = 16'd56;
            8'd225: data = 16'd56;
            8'd226: data = 16'd56;
            8'd227: data = 16'd56;
            8'd228: data = 16'd57;
            8'd229: data = 16'd57;
            8'd230: data = 16'd57;
            8'd231: data = 16'd57;
            8'd232: data = 16'd58;
            8'd233: data = 16'd58;
            8'd234: data = 16'd58;
            8'd235: data = 16'd58;
            8'd236: data = 16'd59;
            8'd237: data = 16'd59;
            8'd238: data = 16'd59;
            8'd239: data = 16'd59;
            8'd240: data = 16'd60;
            8'd241: data = 16'd60;
            8'd242: data = 16'd60;
            8'd243: data = 16'd60;
            8'd244: data = 16'd61;
            8'd245: data = 16'd61;
            8'd246: data = 16'd61;
            8'd247: data = 16'd61;
            8'd248: data = 16'd62;
            8'd249: data = 16'd62;
            8'd250: data = 16'd62;
            8'd251: data = 16'd62;
            8'd252: data = 16'd63;
            8'd253: data = 16'd63;
            8'd254: data = 16'd63;
            8'd255: data = 16'd63;
        endcase
    end
endmodule
module ema_lut_beta (
    input  wire [7:0] addr,
    output reg  [15:0] data
);
    always @(*) begin
        case (addr)
            8'd0: data = 16'd0;
            8'd1: data = 16'd0;
            8'd2: data = 16'd1;
            8'd3: data = 16'd2;
            8'd4: data = 16'd3;
            8'd5: data = 16'd3;
            8'd6: data = 16'd4;
            8'd7: data = 16'd5;
            8'd8: data = 16'd6;
            8'd9: data = 16'd6;
            8'd10: data = 16'd7;
            8'd11: data = 16'd8;
            8'd12: data = 16'd9;
            8'd13: data = 16'd9;
            8'd14: data = 16'd10;
            8'd15: data = 16'd11;
            8'd16: data = 16'd12;
            8'd17: data = 16'd12;
            8'd18: data = 16'd13;
            8'd19: data = 16'd14;
            8'd20: data = 16'd15;
            8'd21: data = 16'd15;
            8'd22: data = 16'd16;
            8'd23: data = 16'd17;
            8'd24: data = 16'd18;
            8'd25: data = 16'd18;
            8'd26: data = 16'd19;
            8'd27: data = 16'd20;
            8'd28: data = 16'd21;
            8'd29: data = 16'd21;
            8'd30: data = 16'd22;
            8'd31: data = 16'd23;
            8'd32: data = 16'd24;
            8'd33: data = 16'd24;
            8'd34: data = 16'd25;
            8'd35: data = 16'd26;
            8'd36: data = 16'd27;
            8'd37: data = 16'd27;
            8'd38: data = 16'd28;
            8'd39: data = 16'd29;
            8'd40: data = 16'd30;
            8'd41: data = 16'd30;
            8'd42: data = 16'd31;
            8'd43: data = 16'd32;
            8'd44: data = 16'd33;
            8'd45: data = 16'd33;
            8'd46: data = 16'd34;
            8'd47: data = 16'd35;
            8'd48: data = 16'd36;
            8'd49: data = 16'd36;
            8'd50: data = 16'd37;
            8'd51: data = 16'd38;
            8'd52: data = 16'd39;
            8'd53: data = 16'd39;
            8'd54: data = 16'd40;
            8'd55: data = 16'd41;
            8'd56: data = 16'd42;
            8'd57: data = 16'd42;
            8'd58: data = 16'd43;
            8'd59: data = 16'd44;
            8'd60: data = 16'd45;
            8'd61: data = 16'd45;
            8'd62: data = 16'd46;
            8'd63: data = 16'd47;
            8'd64: data = 16'd48;
            8'd65: data = 16'd48;
            8'd66: data = 16'd49;
            8'd67: data = 16'd50;
            8'd68: data = 16'd51;
            8'd69: data = 16'd51;
            8'd70: data = 16'd52;
            8'd71: data = 16'd53;
            8'd72: data = 16'd54;
            8'd73: data = 16'd54;
            8'd74: data = 16'd55;
            8'd75: data = 16'd56;
            8'd76: data = 16'd57;
            8'd77: data = 16'd57;
            8'd78: data = 16'd58;
            8'd79: data = 16'd59;
            8'd80: data = 16'd60;
            8'd81: data = 16'd60;
            8'd82: data = 16'd61;
            8'd83: data = 16'd62;
            8'd84: data = 16'd63;
            8'd85: data = 16'd63;
            8'd86: data = 16'd64;
            8'd87: data = 16'd65;
            8'd88: data = 16'd66;
            8'd89: data = 16'd66;
            8'd90: data = 16'd67;
            8'd91: data = 16'd68;
            8'd92: data = 16'd69;
            8'd93: data = 16'd69;
            8'd94: data = 16'd70;
            8'd95: data = 16'd71;
            8'd96: data = 16'd72;
            8'd97: data = 16'd72;
            8'd98: data = 16'd73;
            8'd99: data = 16'd74;
            8'd100: data = 16'd75;
            8'd101: data = 16'd75;
            8'd102: data = 16'd76;
            8'd103: data = 16'd77;
            8'd104: data = 16'd78;
            8'd105: data = 16'd78;
            8'd106: data = 16'd79;
            8'd107: data = 16'd80;
            8'd108: data = 16'd81;
            8'd109: data = 16'd81;
            8'd110: data = 16'd82;
            8'd111: data = 16'd83;
            8'd112: data = 16'd84;
            8'd113: data = 16'd84;
            8'd114: data = 16'd85;
            8'd115: data = 16'd86;
            8'd116: data = 16'd87;
            8'd117: data = 16'd87;
            8'd118: data = 16'd88;
            8'd119: data = 16'd89;
            8'd120: data = 16'd90;
            8'd121: data = 16'd90;
            8'd122: data = 16'd91;
            8'd123: data = 16'd92;
            8'd124: data = 16'd93;
            8'd125: data = 16'd93;
            8'd126: data = 16'd94;
            8'd127: data = 16'd95;
            8'd128: data = 16'd96;
            8'd129: data = 16'd96;
            8'd130: data = 16'd97;
            8'd131: data = 16'd98;
            8'd132: data = 16'd99;
            8'd133: data = 16'd99;
            8'd134: data = 16'd100;
            8'd135: data = 16'd101;
            8'd136: data = 16'd102;
            8'd137: data = 16'd102;
            8'd138: data = 16'd103;
            8'd139: data = 16'd104;
            8'd140: data = 16'd105;
            8'd141: data = 16'd105;
            8'd142: data = 16'd106;
            8'd143: data = 16'd107;
            8'd144: data = 16'd108;
            8'd145: data = 16'd108;
            8'd146: data = 16'd109;
            8'd147: data = 16'd110;
            8'd148: data = 16'd111;
            8'd149: data = 16'd111;
            8'd150: data = 16'd112;
            8'd151: data = 16'd113;
            8'd152: data = 16'd114;
            8'd153: data = 16'd114;
            8'd154: data = 16'd115;
            8'd155: data = 16'd116;
            8'd156: data = 16'd117;
            8'd157: data = 16'd117;
            8'd158: data = 16'd118;
            8'd159: data = 16'd119;
            8'd160: data = 16'd120;
            8'd161: data = 16'd120;
            8'd162: data = 16'd121;
            8'd163: data = 16'd122;
            8'd164: data = 16'd123;
            8'd165: data = 16'd123;
            8'd166: data = 16'd124;
            8'd167: data = 16'd125;
            8'd168: data = 16'd126;
            8'd169: data = 16'd126;
            8'd170: data = 16'd127;
            8'd171: data = 16'd128;
            8'd172: data = 16'd129;
            8'd173: data = 16'd129;
            8'd174: data = 16'd130;
            8'd175: data = 16'd131;
            8'd176: data = 16'd132;
            8'd177: data = 16'd132;
            8'd178: data = 16'd133;
            8'd179: data = 16'd134;
            8'd180: data = 16'd135;
            8'd181: data = 16'd135;
            8'd182: data = 16'd136;
            8'd183: data = 16'd137;
            8'd184: data = 16'd138;
            8'd185: data = 16'd138;
            8'd186: data = 16'd139;
            8'd187: data = 16'd140;
            8'd188: data = 16'd141;
            8'd189: data = 16'd141;
            8'd190: data = 16'd142;
            8'd191: data = 16'd143;
            8'd192: data = 16'd144;
            8'd193: data = 16'd144;
            8'd194: data = 16'd145;
            8'd195: data = 16'd146;
            8'd196: data = 16'd147;
            8'd197: data = 16'd147;
            8'd198: data = 16'd148;
            8'd199: data = 16'd149;
            8'd200: data = 16'd150;
            8'd201: data = 16'd150;
            8'd202: data = 16'd151;
            8'd203: data = 16'd152;
            8'd204: data = 16'd153;
            8'd205: data = 16'd153;
            8'd206: data = 16'd154;
            8'd207: data = 16'd155;
            8'd208: data = 16'd156;
            8'd209: data = 16'd156;
            8'd210: data = 16'd157;
            8'd211: data = 16'd158;
            8'd212: data = 16'd159;
            8'd213: data = 16'd159;
            8'd214: data = 16'd160;
            8'd215: data = 16'd161;
            8'd216: data = 16'd162;
            8'd217: data = 16'd162;
            8'd218: data = 16'd163;
            8'd219: data = 16'd164;
            8'd220: data = 16'd165;
            8'd221: data = 16'd165;
            8'd222: data = 16'd166;
            8'd223: data = 16'd167;
            8'd224: data = 16'd168;
            8'd225: data = 16'd168;
            8'd226: data = 16'd169;
            8'd227: data = 16'd170;
            8'd228: data = 16'd171;
            8'd229: data = 16'd171;
            8'd230: data = 16'd172;
            8'd231: data = 16'd173;
            8'd232: data = 16'd174;
            8'd233: data = 16'd174;
            8'd234: data = 16'd175;
            8'd235: data = 16'd176;
            8'd236: data = 16'd177;
            8'd237: data = 16'd177;
            8'd238: data = 16'd178;
            8'd239: data = 16'd179;
            8'd240: data = 16'd180;
            8'd241: data = 16'd180;
            8'd242: data = 16'd181;
            8'd243: data = 16'd182;
            8'd244: data = 16'd183;
            8'd245: data = 16'd183;
            8'd246: data = 16'd184;
            8'd247: data = 16'd185;
            8'd248: data = 16'd186;
            8'd249: data = 16'd186;
            8'd250: data = 16'd187;
            8'd251: data = 16'd188;
            8'd252: data = 16'd189;
            8'd253: data = 16'd189;
            8'd254: data = 16'd190;
            8'd255: data = 16'd191;
        endcase
    end
endmodule
==> design/flow/run.sh <==
#!/bin/bash
# OpenROAD 26Q1-2900-gdf79404cd8, Yosys 0.63+post, stock flow scripts
make -C /OpenROAD-flow-scripts/flow DESIGN_CONFIG=/design/flow/config.mk WORK_HOME=/design/flow/orfs finish
==> design/flow/config.mk <==
export PLATFORM = sky130hd
export DESIGN_NAME = ema_filter_lut
export DESIGN_NICKNAME = ema_filter_lut
export VERILOG_FILES = /design/flow/design.v
export SDC_FILE = /design/flow/constraint.sdc
export NUM_CORES = 4
export LEC_CHECK = 1
export CORE_AREA = 10 10 100 100
export DIE_AREA = 0 0 110 110
export SYNTH_MEMORY_MAX_BITS = 65536
==> design/flow/constraint.sdc <==
current_design ema_filter_lut

set clk_period 4.5
set clk_io_pct 0.2

create_clock -name clk0 -period $clk_period [get_ports {clk}]

set non_clock_inputs [all_inputs -no_clocks]
set_input_delay [expr $clk_period * $clk_io_pct] -clock clk0 $non_clock_inputs
set_output_delay [expr $clk_period * $clk_io_pct] -clock clk0 [all_outputs]
==> results.py <==
# Metrics from the implementation run
metrics = {
    "clocking": {
        "cts.sinks": 16,
        "post_cts_resized": 0,
        "cts_made_buffers": 3,
        "cts_tree": "built",
        "cts_hold_buf": 0,
        "clkSlewWorstSetupHoldPaths_ns": 0.06,
        "cts-htree-levels": 1,
        "clock_path_buffers": 2,
        "clkLatencyLatePin_ns": 0.24,
        "post_cts_buffers": 0,
        "root_buffer": "clkbuf_8",
    },
    "layout": {
        "final_cell_count_no_fill": 201,
        "seq_area_um2": 400,
        "layout-drive-gt1-share_pct": 9.09,
        "areaGrowthSynthToFinish_pct": 37.3,
        "mi_logic_area_um2": 458,
        "n_fill_cell": 861,
    },
    "floorplan": {
        "ios": 18,
        "core_area_um2": 7810,
        "num_rows": 32,
        "fp_util_pct": 11.2,
        "die_area_um2": 12100,
        "die_h_um": 110,
        "die_x_um": 110,
    },
    "place": {
        "dp.cells": 197,
        "place_ws_ns": 1.72,
        "port_buffers": 15,
        "place_hpwl_um": 1490,
        "gp_congestion": 0.730,
    },
    "global_route": {
        "first_global_vias": 651,
        "grt_start_max_net_pins": 17,
        "grt.total_usage_pct": 3.02,
        "grt_pass1_wl_um": 3000,
        "antenna_found_initial": 0,
        "overflow": 0,
    },
    "setup_path": {
        "critPathSlowestCell": "fa_1",
        "cp.arrival_ns": 2.69,
        "critPathCaptureType": "flip-flop",
        "critPathBufInv": 1,
        "path_delay_family": "adder cells",
        "crit_path_cell_trace": "clkdlybuf4s50_1, ha_1, fa_1, a211oi_1, o21bai_1, a21oi_2, xor2_1",
        "crit_path_start_kind": "input pin",
        "path_class": "in -> reg",
        "crit_fanout": 3,
        "cp.required_ns": 4.67,
        "max_stage_delay_ns": 0.45,
    },
    "drt": {
        "wl_um": 1800,
        "antenna_left": 0,
        "vias": 627,
        "drtIter0Drc": 22,
        "diodes": 0,
        "drc": 0,
        "dr.pass1.iters": 4,
        "post_drt_wl_per_cell_um": 8.97,
        "vias_per_cell": 3.12,
    },
    "yosys": {
        "ys_area_um2": 878,
        "synthTopCellsByCount": "16 x dfrtp_1, 7 x xnor2_1, 6 x ha_1, 5 x a21oi_1, 5 x o21ai_0",
        "ys_cells": 81,
        "top_area_cell": "dfrtp_1",
        "synth_warnings": 3,
        "netlist-cell-type-count": 27,
        "enable_flop_cells": 0,
        "top_cell_area_share_pct": 45.6,
        "ff_type": "dfrtp_1",
        "syn-cell-area_um2": 878,
        "netlist_instances": 81,
        "ys_ff": 16,
        "area_leaders": "dfrtp_1 46%, ha_1 8.5%, xnor2_1 7.0%",
        "avgSynthCellArea_um2": 10.8,
        "top_cell": "dfrtp_1",
        "yosys.stat.seqShare_pct": 45.6,
        "async_flop_share_pct": 100,
    },
    "sta": {
        "finalClockPeriodUsage_pct": 56.0,
        "min_period_ns": 2.52,
        "worst_slack_ns": 1.98,
        "fmax_ghz": 0.397,
        "hold_viol": 0,
        "maxSlewViolCount": 0,
        "skew_ns": 0.00197,
        "worst-slew-pin-transition_ns": 0.592,
        "grt_setup_unrepaired": "false",
        "setup_violations": 0,
        "fin_setup_tns_ns": 0,
        "relSlewSlack_pct": 60.5,
    },
    "worst_hold_path": {
        "min_path_type": "reg -> reg",
    },
    "flow_run": {
        "warning_count": 27,
        "maxCapViolCount": 0,
    },
    "status": {
        "status": "finished clean",
    },
}
-- cell families (layout without fill, tap and decap cells) --
group	Yosys count	count (layout)	share of synthesized area, %
AND/OR/NAND/NOR	15	15	8.55
flip-flops	16	16	45.6
XOR/XNOR	11	11	11.0
multiplexers	1	1	1.14
buffers and inverters	5	23	2.28
AND-OR/OR-AND	26	26	20.7
adder cells (fa/ha/maj)	7	7	10.8
-- worst reg2reg max path: stages (launching register included) --
cell and delay [ns]:
dfrtp_1 0.43, a21oi_2 0.24, o21ai_0 0.11, o21ai_1 0.16
xor2_1 0.20, ha_1 0.31, nor3_1 0.19, nor2_1 0.07
a211oi_1 0.21, o21ai_0 0.13
-- through the flow --
stage	instance area (µm²)	hold slack, ns	utilization (%)
floorplan	878	0.331	-
global placement	1150	0.362	14.7
detailed placement	1150	0.361	14.7
CTS	1210	0.375	15.4
global route	1210	0.391	15.4
finish	1210	0.375	15.4
-- metal layers --
metal  vias up  global-route usage (%)  routed length, µm
met4         0                    1.02                 47
met5         -                       0                  0
met3         2                   0.588                 69
met2         7                    5.33                930
met1       293                    3.56                754
li1        325                       -                  -
-- sequential cells by signal, summed over array words and instances, names as in the netlist --
| register | count |
|---|---|
| y_out | 8 |
| y_prev | 8 |
-- cell usage in the layout (no fill, tap or decap), types with 2 or more instances in the layout --
| cell type | count |
|---|---|
| o21ai_0 | 5 |
| a21oi_1 | 5 |
| a21oi_2 | 2 |
| a211oi_1 | 2 |
| nand2_1 | 3 |
| dfrtp_1 | 16 |
| o21bai_1 | 2 |
| a21o_1 | 4 |
| xor2_1 | 4 |
| o21ai_1 | 2 |
| nand3_1 | 2 |
| clkdlybuf4s50_1 | 15 |
| xnor2_1 | 7 |
| inv_1 | 4 |
| clkbuf_8 | 4 |
| nor2_1 | 3 |
| ha_1 | 6 |
| nor2b_1 | 2 |
| nor3_1 | 2 |
-- layout make-up --
| cell class | count | share of cell area, % |
|---|---|---|
| well taps | 102 | 10.6 |
| inverters | 4 | 1.24 |
| clock buffers | 4 | 4.56 |
| multi-input cells | 60 | 38.0 |
| repair buffers | 15 | 12.4 |
| flip-flops and latches | 16 | 33.2 |
-- final timing paths --
path	end	slack, ns	depth (start not counted)	startpoint
worst max-delay path	y_out[6]$_DFF_PP0_	1.98	7	x_in[2]
worst min-delay path	y_prev[0]$_DFF_PP0_	0.37	0	y_out[0]$_DFF_PP0_
worst max register to register	y_out[7]$_DFF_PP0_	2.32	9	y_prev[1]$_DFF_PP0_
worst min register to register	y_prev[0]$_DFF_PP0_	0.37	0	y_out[0]$_DFF_PP0_
max in group asynchronous	y_prev[4]$_DFF_PP0_	3.09	2	reset
min in group asynchronous	y_prev[0]$_DFF_PP0_	1.03	2	reset
